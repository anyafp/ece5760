$ cat /design/flow/run.sh
#!/bin/bash
# OpenROAD 26Q1-2900-gdf79404cd8, Yosys 0.63+post, stock flow scripts
make -C /OpenROAD-flow-scripts/flow DESIGN_CONFIG=/design/flow/config.mk WORK_HOME=/design/flow/orfs finish
$ cat /design/flow/config.mk
export PLATFORM = sky130hd
export DESIGN_NAME = DDA
export DESIGN_NICKNAME = DDA
export VERILOG_FILES = /design/flow/design.v
export SDC_FILE = /design/flow/constraint.sdc
export NUM_CORES = 4
export LEC_CHECK = 1
export CORE_UTILIZATION = 50
$ cat /design/flow/constraint.sdc
current_design DDA

set clk_period 43.2
set clk_io_pct 0.2

create_clock -name clk0 -period $clk_period [get_ports {clock}]

set non_clock_inputs [all_inputs -no_clocks]
set_input_delay [expr $clk_period * $clk_io_pct] -clock clk0 $non_clock_inputs
set_output_delay [expr $clk_period * $clk_io_pct] -clock clk0 [all_outputs]
$ cat /design/flow/design.v
`timescale 1ns/1ns
module testbench();
	reg clk_50, reset;
    wire signed [26:0] testbench_out_x, testbench_out_y, testbench_out_z;
    reg  signed [26:0] dt_val, x_val, y_val, z_val, sig_val, beta_val, rho_val;
	initial begin
		clk_50   =  1'b0;
        dt_val   =  27'b0000000_00000001000000000000;
        x_val    = -27'b0000001_00000000000000000000;
        y_val    =  27'b0000000_00011001100110011001;
        z_val    =  27'b0011001_00000000000000000000;
        sig_val  =  27'b0001010_00000000000000000000;
        beta_val =  27'b0000010_10101010101010101010;
        rho_val  =  27'b0011100_00000000000000000000;
	end
	always begin
		#10
		clk_50  = !clk_50;
	end
	initial begin
		reset  = 1'b0;
		#10 
		reset  = 1'b1;
		#30
		reset  = 1'b0;
	end
	DDA DUT (
        .clock(clk_50), 
        .reset(reset), 
        .dt_init(dt_val),
        .x_init(x_val),
        .y_init(y_val),
        .z_init(z_val),
        .sigma_init(sig_val),
        .rho_init(rho_val),
        .beta_init(beta_val),
        .out_x(testbench_out_x),
        .out_y(testbench_out_y),
        .out_z(testbench_out_z)
    );
endmodule
module DDA (
    clock, 
    reset, 
    dt_init, 
    x_init, 
    y_init, 
    z_init,
    sigma_init,
    rho_init,
    beta_init,
    out_x,
    out_y,
    out_z );
    input  signed clock, reset;
    input  signed [26:0] dt_init, x_init, y_init, z_init, sigma_init, rho_init, beta_init;
    output signed [26:0] out_x, out_y, out_z;
    wire signed [26:0] int_out_x, int_out_y, int_out_z, dxdt_out, dydt_out, dzdt_out;
    dxdt dxdt_inst (
        .out(dxdt_out), 
        .sigma(sigma_init),
        .x_(int_out_x),
        .y_(int_out_y),
        .dt(dt_init)
    );
    dydt dydt_inst (
        .out(dydt_out), 
        .rho(rho_init),
        .x_(int_out_x),
        .y_(int_out_y),
        .z_(int_out_z),
        .dt(dt_init)
    );
    dzdt dzdt_inst (
        .out(dzdt_out), 
        .beta(beta_init),
        .x_(int_out_x),
        .y_(int_out_y),
        .z_(int_out_z),
        .dt(dt_init)
    );
    integrator int_inst_x (
        .out(int_out_x), 
        .funct(dxdt_out), 
        .InitialOut(x_init),
        .clk(clock),
        .reset(reset)
    );
    integrator int_inst_y (
        .out(int_out_y), 
        .funct(dydt_out), 
        .InitialOut(y_init),
        .clk(clock),
        .reset(reset)
    );
    integrator int_inst_z (
        .out(int_out_z), 
        .funct(dzdt_out), 
        .InitialOut(z_init),
        .clk(clock),
        .reset(reset)
    );
    assign out_x = int_out_x;
    assign out_y = int_out_y;
    assign out_z = int_out_z;
endmodule
module dxdt (out, sigma, x_, y_, dt);
	output signed [26:0] out;   
	input  signed [26:0] sigma;
	input  signed [26:0] x_, y_, dt;
	wire signed	  [26:0] mult_out1, dt_mult, y_sub_x;
    assign y_sub_x = y_ - x_;
    assign dt_mult = y_sub_x >>> 8;
	signed_mult sign_mult_sigma (.out(mult_out1), .a(sigma), .b(dt_mult));
    assign out = mult_out1;
endmodule
module dydt (out, rho, x_, y_, z_, dt);
	output signed [26:0] out;   
	input  signed [26:0] rho;
	input  signed [26:0] x_, y_, z_, dt;
	wire signed	  [26:0] mult_out1, rho_sub_z, dt_mult_rho_z, dt_mult_y;
    assign rho_sub_z = rho - z_;
    assign dt_mult_rho_z = rho_sub_z >>> 8;
    assign dt_mult_y = y_ >>> 8;
	signed_mult sign_mult_x (.out(mult_out1), .a(x_), .b(dt_mult_rho_z));
    assign out = mult_out1 - dt_mult_y;
endmodule
module dzdt (out, beta, x_, y_, z_, dt);
	output signed [26:0] out;   
	input  signed [26:0] beta;
	input  signed [26:0] x_, y_, z_, dt;
	wire signed	  [26:0] mult_x_y, mult_beta_z, dt_mult_y, dt_mult_z;
    assign dt_mult_y = y_ >>> 8;
    assign dt_mult_z = z_ >>> 8;
	signed_mult sign_mult_x_y (.out(mult_x_y), .a(x_), .b(dt_mult_y));
    signed_mult sign_mult_beta_z (.out(mult_beta_z), .a(beta), .b(dt_mult_z));
    assign out = mult_x_y - mult_beta_z;
endmodule
module integrator (out, funct, InitialOut, clk, reset);
	output signed [26:0] out; 		  
	input  signed [26:0] funct;       
	input  clk, reset;
	input  signed [26:0] InitialOut;   
	wire signed	[26:0] out, v1new;
	reg  signed	[26:0] v1;
	always @ (posedge clk) begin
		if (reset == 1)
			v1 <= InitialOut;
		else 
			v1 <= v1new;	
	end
	assign v1new = v1 + funct;
	assign out = v1;
endmodule
module signed_mult (out, a, b);
	output 	signed  [26:0]	out;
	input 	signed	[26:0] 	a;
	input 	signed	[26:0] 	b;
	wire 	signed	[53:0]	mult_out;
	assign mult_out = a * b;
	assign out = { mult_out[53], mult_out[45:20] };
endmodule
==> flow_metrics.py <==
# Physical implementation metrics
metrics = {
    "sta": {
        "grt_setup_unrepaired": "false",
        "worst_pin_slew_ps": 1010,
        "worst_clock_skew_ps": 43.3,
        "tns_ps": 0,
        "final_min_period_over_clock_period_pct": 50.3,
        "final_max_slew_viol_count": 0,
        "slew_headroom_pct": 32.0,
        "period_minus_slack_ps": 21720,
        "timing.final.setup_violations": 0,
        "report.final.hold_viol_count": 0,
        "fmax_mhz": 46.1,
    },
    "global_route": {
        "grt_pass1_vias": 62000,
        "grt_max_degree": 88,
        "antenna_found_initial": 6,
        "total_congestion_overflow_after_global_routing": 0,
        "globalRouteTotalUtil_pct": 31.7,
        "grt_pass1_wl_um": 353000,
    },
    "yosys": {
        "yosys_warnings": 1,
        "ff_type": "sky130_fd_sc_hd__dfxtp_1",
        "post_synth_inst_count": 8766,
        "ys_async_sr_fraction_pct": 0,
        "synthesis.area_per_instance_sq_um": 9.04,
        "yosys-stat-cells": 8766,
        "yosys.stat.seqShare_pct": 2.05,
        "yosys_register_bits": 81,
        "synth.distinct_cells": 101,
        "count_of_flip_flops_with_a_built_in_enable_after_synthesis": 0,
        "netlist_area_sq_mm": 0.0793,
        "ys_chip_area_sq_mm": 0.0793,
    },
    "setup_path": {
        "worst_r2r_endpoint": "int_inst_y.v1[26]$_DFF_P_",
        "arrival_ps": 22060,
        "worst_path_most_repeated_cell": "sky130_fd_sc_hd__fa_1",
        "critPathRequiredTime_ps": 43550,
        "endpoint": "int_inst_y.v1[26]$_DFF_P_",
        "timing.critical_path.buf_inv": 7,
        "depth_of_the_most_critical_reg_to_reg_path": 50,
        "regToRegStartpoint": "int_inst_z.v1[9]$_DFF_P_",
        "worst_setup_path_end_kind": "flip-flop",
        "timing.critical_path.from_type": "input port",
        "worst-path-stages": 49,
        "critPathSlowestCell": "sky130_fd_sc_hd__a2111oi_1",
        "rrSetupSlack_ps": 29390,
        "critical_path_class": "input port to flip-flop",
        "startpoint": "rho_init[9]",
        "critical_path.top_delay_family": "adder cells",
        "crit_path_max_fanout": 34,
        "cpPeakStageDelay_ps": 760,
    },
    "route": {
        "vias": 57200,
        "drt_first_iter_violations": 2191,
        "drt-pass1-iter-count": 6,
        "drtAntennaViolNets": 0,
        "finalWirelength_um": 221000,
        "wire_per_inst_um": 20.4,
        "drc": 0,
        "avg_vias_per_cell": 5.27,
    },
    "floorplan": {
        "i_o_pin_total": 272,
        "rows": 145,
        "fp.coreArea_sq_mm": 0.157,
        "floorplan.die_area_sq_mm": 0.160,
        "initial_core_util_pct": 50.6,
        "floorplan.die.width_um": 400,
        "die_height_um": 400,
    },
    "clock_network": {
        "clock_tree.buffer_depth": 2,
        "postCtsSetupRepairBufs": 0,
        "htree_levels": 3,
        "clkLatencyLatePin_ps": 490,
        "clock-sinks": 81,
        "root_buffer": "sky130_fd_sc_hd__clkbuf_16",
        "tritoncts": "built",
        "number_of_buffers_created_by_cts": 9,
        "cts_hold_repair.buffers": 0,
        "cts.reportedPaths.clkPinSlew_ps": 100,
        "post_cts.resized_instances": 0,
    },
    "run_status": {
        "run_status": "completed",
    },
    "cells_and_area": {
        "layout_top_cells": "sky130_fd_sc_hd__fa_1, sky130_fd_sc_hd__inv_1, sky130_fd_sc_hd__nand2_1",
        "final_core_util_pct": 54.0,
        "syn2layout_area_growth_pct": 6.72,
        "post_route_cells_drive_above_1_share_pct": 3.64,
        "mostFrequentLayoutCell": "sky130_fd_sc_hd__fa_1",
    },
    "place": {
        "dp_hpwl_um": 177000,
        "gp_congestion": 0.966,
        "port-buffer-count": 244,
    },
    "run": {
        "drv.max_cap_violation_count": 0,
        "tool_warnings": 72,
    },
    "worst_hold_path": {
        "min-delay-path-class": "flip-flop to flip-flop",
    },
}
-- registers in the layout, summed over array words and instances, names as in the netlist --
signal / cells
int_inst_z.v1: 27
int_inst_y.v1: 27
int_inst_x.v1: 27
-- cell usage after synthesis (6+ instances only) --
library cell / instances / area [sq um]
sky130_fd_sc_hd__fa_1: 2069 / 41400
sky130_fd_sc_hd__inv_1: 2042 / 7660
sky130_fd_sc_hd__nand2_1: 1441 / 5410
sky130_fd_sc_hd__ha_1: 647 / 8100
sky130_fd_sc_hd__and2_1: 518 / 3240
sky130_fd_sc_hd__clkbuf_1: 368 / 1380
sky130_fd_sc_hd__nor2_1: 261 / 980
sky130_fd_sc_hd__a21oi_1: 165 / 826
sky130_fd_sc_hd__xnor2_1: 146 / 1280
sky130_fd_sc_hd__o21ai_0: 134 / 671
sky130_fd_sc_hd__a21o_1: 89 / 668
sky130_fd_sc_hd__xor2_1: 85 / 744
sky130_fd_sc_hd__nand2b_1: 82 / 513
sky130_fd_sc_hd__dfxtp_1: 81 / 1620
sky130_fd_sc_hd__nor3_1: 50 / 250
sky130_fd_sc_hd__buf_1: 46 / 173
sky130_fd_sc_hd__nand3_1: 31 / 155
sky130_fd_sc_hd__o21a_1: 31 / 233
sky130_fd_sc_hd__nor3b_1: 29 / 218
sky130_fd_sc_hd__nor2b_1: 28 / 175
sky130_fd_sc_hd__and3_1: 25 / 156
sky130_fd_sc_hd__mux2i_1: 25 / 250
sky130_fd_sc_hd__nand3b_1: 25 / 188
sky130_fd_sc_hd__o21bai_1: 25 / 188
sky130_fd_sc_hd__o311ai_0: 24 / 210
sky130_fd_sc_hd__nand4_1: 23 / 144
sky130_fd_sc_hd__o211ai_1: 20 / 150
sky130_fd_sc_hd__a211oi_1: 16 / 120
sky130_fd_sc_hd__a31oi_1: 16 / 100
sky130_fd_sc_hd__o31ai_1: 11 / 82.6
sky130_fd_sc_hd__or3_1: 11 / 68.8
sky130_fd_sc_hd__nor2_4: 10 / 113
sky130_fd_sc_hd__clkinv_1: 9 / 33.8
sky130_fd_sc_hd__a31o_2: 8 / 70.1
sky130_fd_sc_hd__buf_2: 8 / 40.0
sky130_fd_sc_hd__mux2_2: 8 / 90.1
sky130_fd_sc_hd__and4_1: 6 / 52.6
sky130_fd_sc_hd__nand4b_1: 6 / 52.6
sky130_fd_sc_hd__nor4_1: 6 / 37.5
sky130_fd_sc_hd__o21ai_1: 6 / 30.0
sky130_fd_sc_hd__or2_2: 6 / 37.5
-- metal layers --
metal | part of all wire, % | track usage (%)
met1 | 37 | 42.3
met2 | 44 | 45.0
met3 | 15 | 19.2
met4 | 4.1 | 9.36
met5 | 0.072 | 0.817
-- metrics by stage --
step	setup WS, ps	area [sq um]	hold slack [ps]	cells
after floorplan	23790	79300	640	8766
after global placement	21040	84300	841	10800
after detailed placement	21090	84300	851	10800
after CTS	21520	84600	861	10800
after global routing	20690	84600	903	10900
final	21480	84600	848	10900
-- cell families after synthesis --
kind of cell | share of synthesized area [%]
AND-OR/OR-AND | 5.53
XOR/XNOR | 2.62
adder cells (fa/ha/maj) | 62.5
buffers and inverters | 11.8
flip-flops | 2.05
multiplexers | 0.429
AND/OR/NAND/NOR | 15.1
-- worst reg2reg max path, delay by kind of cell, from the launching register on --
| kind | cells | cell delay (ps) |
|---|---|---|
| AND-OR/OR-AND | 20 | 4940 |
| adder cells (fa/ha/maj) | 11 | 4930 |
| buffers and inverters | 8 | 1680 |
| AND/OR/NAND/NOR | 8 | 1300 |
| XOR/XNOR | 3 | 520 |
| flip-flops | 1 | 310 |
-- final cells by class --
class                           count  area [sq um]
Sequential cell                    81          1630
Clock inverter                      6          72.6
Multi-Input combinational cell   6201         68500
Clock buffer                       10           239
Timing Repair Buffer              437          3890
Fill cell                       14000         72200
Tap cell                         2058          2570
Antenna cell                        4          10.0
Inverter                         2056          7720
-- worst min-delay path by stage --
stage | from | end | depth (start not counted) | slack [ps]
4_1_cts | int_inst_z.v1[0]$_DFF_P_ | int_inst_z.v1[1]$_DFF_P_ | 4 | 860
5_1_grt | int_inst_z.v1[0]$_DFF_P_ | int_inst_z.v1[1]$_DFF_P_ | 4 | 900
6_report | int_inst_z.v1[0]$_DFF_P_ | int_inst_z.v1[1]$_DFF_P_ | 4 | 850
